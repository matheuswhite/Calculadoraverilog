==> flow/run.sh <==
#!/bin/bash
# OpenROAD 26Q1-2900-gdf79404cd8, Yosys 0.63+post, stock flow scripts
make -C /OpenROAD-flow-scripts/flow DESIGN_CONFIG=/design/flow/config.mk WORK_HOME=/design/flow/orfs finish
==> flow/config.mk <==
export PLATFORM = sky130hd
export DESIGN_NAME = StateMachine
export DESIGN_NICKNAME = StateMachine
export VERILOG_FILES = /design/flow/design.v
export SDC_FILE = /design/flow/constraint.sdc
export NUM_CORES = 4
export LEC_CHECK = 1
export CORE_UTILIZATION = 30
==> flow/constraint.sdc <==
current_design StateMachine

set clk_period 4.1
set clk_io_pct 0.2

create_clock -name clk0 -period $clk_period [get_ports {clock}]

set non_clock_inputs [all_inputs -no_clocks]
set_input_delay [expr $clk_period * $clk_io_pct] -clock clk0 $non_clock_inputs
set_output_delay [expr $clk_period * $clk_io_pct] -clock clk0 [all_outputs]
==> flow/design.v <==
module ALU1(A, B, Ainvert, Binvert, Carry_in, Operation, Less, Carry_out, Result);
	input A, B, Ainvert, Binvert, Carry_in, Less;
	input [1:0] Operation;
	output Carry_out, Result;
	wire wA, wB, Anot, Bnot;
	wire Rsum, Ror, Rand;
	not n1(Anot, A);
	not n2(Bnot, B);
	Mux2to1 m1(A, Anot, Ainvert, wA);
	Mux2to1 m2(B, Bnot, Binvert, wB);
	Adder sum1(wA, wB, Carry_in, Carry_out, Rsum);
	and and1(Rand, wA, wB);
	or or1(Ror, wA, wB);
	Mux4to1 m3(Rand, Ror, Rsum, Less, Operation, Result);
endmodule
module ALU1MSB(A, B, Ainvert, Binvert, Carry_in, Operation, Less, Carry_out, Result, Set, Overflow);
	input A, B, Ainvert, Binvert, Carry_in, Less;
	input [1:0] Operation;
	output Carry_out, Result, Set, Overflow;
	wire wA, wB, Anot, Bnot;
	wire Rsum, Ror, Rand;
	not n1(Anot, A);
	not n2(Bnot, B);
	Mux2to1 m1(A, Anot, Ainvert, wA);
	Mux2to1 m2(B, Bnot, Binvert, wB);
	Adder sum1(wA, wB, Carry_in, Carry_out, Rsum);
	and and1(Rand, wA, wB);
	or or1(Ror, wA, wB);
	Mux4to1 m3(Rand, Ror, Rsum, Less, Operation, Result);
	assign Set = Rsum;
	OverflowDetection ov1(wA, wB, Binvert, Carry_out, Rsum, Overflow);
endmodule
module ALU8(A, B, Operation, Carry_out, Zero, Result, Overflow);
	input [7:0] A, B;
	input [3:0] Operation;
	output [7:0] Result;
	output Zero, Carry_out, Overflow;
	reg [7:0] Result;
	wire wSet;
	wire wCarry_out1, wCarry_out2, wCarry_out3, wCarry_out4, wCarry_out5, wCarry_out6, wCarry_out7;
	wire wZero1, wZero2, wZero3, wZero4, wZero5, wZero6, wZero7, wZero8, wZeroFinal;
	ALU1 alu1(A[0], B[0], Operation[3], Operation[2], Operation[2], Operation[1:0], wSet, wCarry_out1, wZero1);
	ALU1 alu2(A[1], B[1], Operation[3], Operation[2], wCarry_out1, Operation[1:0], 0, wCarry_out2, wZero2);
	ALU1 alu3(A[2], B[2], Operation[3], Operation[2], wCarry_out2, Operation[1:0], 0, wCarry_out3, wZero3);
	ALU1 alu4(A[3], B[3], Operation[3], Operation[2], wCarry_out3, Operation[1:0], 0, wCarry_out4, wZero4);
	ALU1 alu5(A[4], B[4], Operation[3], Operation[2], wCarry_out4, Operation[1:0], 0, wCarry_out5, wZero5);
	ALU1 alu6(A[5], B[5], Operation[3], Operation[2], wCarry_out5, Operation[1:0], 0, wCarry_out6, wZero6);
	ALU1 alu7(A[6], B[6], Operation[3], Operation[2], wCarry_out6, Operation[1:0], 0, wCarry_out7, wZero7);
	ALU1MSB alu8(A[7], B[7], Operation[3], Operation[2], wCarry_out7, Operation[1:0], 0, Carry_out, wZero8, wSet, Overflow);
	always @(A, B, Operation) begin
		Result[0] <=  wZero1;
		Result[1] <=  wZero2;
		Result[2] <=  wZero3;
		Result[3] <=  wZero4;
		Result[4] <=  wZero5;
		Result[5] <=  wZero6;
		Result[6] <=  wZero7;
		Result[7] <=  wZero8;
	end
	or(wZeroFinal, wZero1, wZero2, wZero3, wZero4, wZero5, wZero6, wZero7, wZero8);
	not(Zero, wZeroFinal);
endmodule
module Adder(A, B, Carry_in, Carry_out, Result);
	input A, B, Carry_in;
	output Carry_out, Result;
	xor x1(half_sum, A, B);
	xor x2(Result, half_sum, Carry_in);
	and a1(s1, half_sum, Carry_in);
	and a2(s2, A, B);
	or o1(Carry_out, s1, s2);
endmodule
module Mux2to1(A, B, Sel, S);
	input A, B, Sel;  
	output S;
	not n2(Sel_not, Sel);
	and a1(s1, A, Sel_not);
	and a2(s2, B, Sel);
	or o1(S, s1, s2);
endmodule
module Mux4to1(A, B, C, D, Sel, Result);
	input A, B, C, D;
	input [1:0] Sel;
	output Result;
	wire s1, s2;
	Mux2to1 m1(A, B, Sel[0], s1);
	Mux2to1 m2(C, D, Sel[0], s2);
	Mux2to1 m3(s1, s2, Sel[1], Result);
endmodule
module OverflowDetection(A, B, Binvert, Carry_out, Sum, Overflow);
	input A, B, Sum, Carry_out, Binvert;
	output Overflow;
	wire SumNot, ANot, BNot, OpNot;
	wire s1, s2, s3, wResult;
	not n1(SumNot, Sum);
	not n2(ANot, A);
	not n3(BNot, B);
	and a1(s1, ANot, BNot, Sum);
	and a2(s2, A, B, SumNot);
	or o1(wResult, s1, s2);
	Mux2to1 m1(Carry_out, wResult, Binvert, Overflow);
endmodule
module StateMachine(clock, Switchs, Enter, Clear, ValueOut, Display, Leds, Zero, Carry_out, Overflow);
	input [11:0] Switchs;
	input Enter, Clear, clock;
	output [3:0] Leds;
	output [7:0] ValueOut;
	output [2:0] Display;
	output Zero, Carry_out, Overflow;
	reg [7:0] A, B = 8'b0, OUT;
	reg [3:0] Operation, Leds;
	reg [2:0] state = 'b000;
	reg [2:0] nextState;
	reg [2:0] Display = 3'b000;
	reg [7:0] ValueOut;
	wire [7:0] wResult;
	ALU8 a1(A, B, Operation, Carry_out, Zero, wResult, Overflow);
	always @(posedge clock) begin
		case (state)
			'b000: begin
				Display <= 3'b100;
				ValueOut <= 0;
				Leds[3:0] <= 4'b0001;
				if(Enter) begin
					state <= 'b100;
					nextState <= 'b001;
				end
			end
			'b001: begin
				Display <= 3'b001;
				ValueOut <= A;
				Leds[3:0] <= 4'b0011;
				if(Enter) begin
					state <= 'b100;
					nextState <= 'b010;
				end
				else if(Clear) begin
					state <= 'b000;
				end
			end
			'b010: begin
				Display <= 3'b010;
				ValueOut <= B;
				Leds[3:0] <= 4'b0111;
				if(Enter) begin
					state <= 'b100;
					nextState <= 'b011;
				end
				else if(Clear) begin
					state <= 'b000;
				end
			end
			'b011: begin
				Display <= 3'b011;
				ValueOut <= wResult;
				OUT <= wResult;
				Leds[3:0] <= 4'b1111;
				if(Enter) begin
					state <= 'b100;
					nextState <= 'b101;
				end	
				else if(Clear) begin
					state <= 'b000;
				end
			end
			'b100 : begin
				if(Enter)
					case (nextState)
						'b000: begin 
							A <= 0;
							B <= 0;
							Operation <= 0;
						end
						'b001: A <= Switchs[7:0];
						'b010: B <= Switchs[7:0];
						'b011: Operation <= Switchs[11:8];
						'b101: A <= OUT;
						default: begin
							A <= 0;
							B <= 0;
							Operation <= 0;
						end
					endcase
				if(Enter == 0) begin
					state <= nextState;
					nextState <= 'b111;
				end
			end
			'b101 : begin
				Display <= 3'b101;
				ValueOut <= A;
				Leds[3:0] <= 4'b0011;
				if(Enter) begin
					state <= 'b100;
					nextState <= 'b010;
				end
				else if(Clear) begin
					state <= 'b000;
				end
			end
			default: begin
				A <= 0;
				B <= 0;
				Operation <= 0;
				Display <= 3'b100;
				ValueOut <= 0;
				Leds[3:0] <= 4'b0001;
				state <= 'b000;
			end
		endcase
	end
endmodule
==> impl_metrics.toml <==
# generated from flow reports
[logic_synthesis]
yosysTopAreaCellShare = 0.4989
synth.avg_cell_area_um2 = 11.70
netlist_top_cells_count = "edfxtp_1, inv_1, nor2_1"
synth_flops = 48
fa_ha_area_frac = 0.1178
synth-edff-count = 48
aoi_share = 0.08748
syn_inst = 247
syn_area_um2 = 2889
ys_area_um2 = 2889
synthArstFlopShare = 0
xor_area_frac = 0.05457
yosysSeqAreaShare = 0.4989
top_area_cell = "edfxtp_1"
synth_warnings = 15
mux_share = 0.05284
top_cells_by_area = "edfxtp_1, ha_1, fa_1, mux2i_1, inv_1"
flop_cell = "edfxtp_1"
synthDistinctLibCells = 39
simple_gate_area_frac = 0.1195
synthTopLogicFamily = "simple AND/OR/NAND/NOR gates"
yosys_cells = 247
top_cell = "edfxtp_1"

[floorplanning]
row_count = 35
core_um2 = 9284
fp_util = 0.3112
die_area_um2 = 10030
dieWidth_um = 100.1
io_pins = 33
die.size.y_um = 100.1

[hold_path]
hold_class = "register to register"
min_from = "OUT[5]"
holdPathEnd = "A[5]"
holdPathStages = 2

[place]
pre_cts_slack_ps = -986.1
dpl.hpwl_um = 4638
gp_congestion = 0.8822
io_buffers = 31

[sta]
period_needed_ps = 4967
holdWs_ps = 577.7
max_slew.worst_pin.slew_ps = 841.9
finalHoldViolCount = 0
fin_crit_sh = 1.211
relSlewSlack = 0.4376
tns_ps = -1841
layout_setup_ws_ps = -867.1
worst_clock_skew_ps = 8.838
maxSlewViolCount = 0
fmax_mhz = 201.3
setup_viol = 4
rsz0062_at_grt = "yes"

[outcome]
violations = "setup timing"
outcome = "finished, violations left"

[clock_network]
cts_root_buffer = "clkbuf_8"
cts_buffers = 5
clk_latency_ps = 300
cts_buffer_depth = 2
htree_levels = 2
cts.sinks = 48
holdBufCountCts = 0
path_clk_slew_ps = 80
cts_tree = "built"

[flow_run]
cap_violations = 0
warnings = 43

[power_and_ir_drop]
powerDensity_nw_per_um2 = 892.4
leakagePower_nw = 1.546
max-vdd-ir-drop_mv = 0.3721

[worst_setup_path]
crit_fanout = 3
worstSetupPathType = "register to primary output"
r2r_start = "Operation[3]"
cp.arrival_ps = 4150
crit_path_start_kind = "register"
cp-end-kind = "primary output"
cp.required_ps = 3280
r2r_cells = 16
critPathLaunch = "Operation[3]"
reg2reg_slack_ps = -110
r2r_end = "ValueOut[0]"

[route]
vias = 1976
ant_nets = 0
drc = 0
drt-initial-drc-count = 42
via_per_inst = 4.501
routed_wl_um = 6188
post_drt_wl_per_cell_um = 14.10
antenna_cells = 0
dr.pass1.iters = 4

[global_routing]
grt_max_degree = 20
grt_usage = 0.1357
grt_overflow = 0
grt_pass1_wl_um = 10030
grt_pass1_vias = 2036
antenna_found_initial = 0

[layout]
area_growth_pct = 29.02
fillCellCount = 902
drive_above_1_share = 0.2323
## cell families (layout without fill, tap and decap cells)
group,after synthesis,after routing
multiplexers,14,14
flip-flops,48,48
other,1,1
AND-OR/OR-AND,34,34
XOR/XNOR,18,18
adder cells (fa/ha/maj),23,23
buffers and inverters,46,109
AND/OR/NAND/NOR,63,63
## critical path: stages (launching register included)
cell and delay, ps:
edfxtp_1 510, xnor2_4 180, a21oi_2 160, fa_2 230, fa_2 210, fa_2 190, inv_2 40, fa_2 340
fa_2 370, fa_2 360, fa_2 480, mux4_2 510, nand4_1 110, nor4_2 50, buf_2 130
## stage by stage
| stage | area, um2 | util | total power, mW | cells |
|---|---|---|---|---|
| 3_5_place_dp | 3576 | 0.3852 | 2.862 | 426 |
| 2_1_floorplan | 2952 | - | 2.047 | 247 |
| 6_report | 3727 | 0.4015 | 3.326 | 439 |
| 5_1_grt | 3727 | 0.4015 | 3.624 | 439 |
| 3_3_place_gp | 3576 | 0.3852 | 2.867 | 426 |
| 4_1_cts | 3712 | 0.3999 | 3.283 | 438 |
## layer usage
layer,up-vias,share of wire,GRT usage
li1,963,-,-
met1,938,0.45,0.1942
met2,67,0.45,0.2071
met3,8,0.082,0.05595
met4,0,0.016,0.02007
met5,-,0,0
## state kept, by name, summed over array words and instances (netlist names)
| signal | cells |
|---|---|
| nextState | 3 |
| ValueOut | 8 |
| B | 8 |
| A | 8 |
| state | 3 |
| Operation | 4 |
| Leds | 3 |
| Display | 3 |
| OUT | 8 |
## cells in the final DEF (no fill, tap or decap), drive strengths merged, types with 8 or more instances in the layout
cell and instances:
edfxtp 48, buf 39, inv 34, clkdlybuf4s50 28
nor2 17, ha 16, and2 14, mux2i 13
xor2 12, nand2 11, o21ai 8
## report_power, final
part,leakage [nW],internal (mW),switching [mW]
logic,1.01,1.04,0.907
registers,0.480,0.841,0.209
clock network,0.0532,0.178,0.151
## final cells by class
| class | instances | area, um2 | share of cell area |
|---|---|---|---|
| clock buffers | 5 | 68.82 | 0.01846 |
| clock inverters | 3 | 37.54 | 0.01007 |
| inverters | 34 | 127.6 | 0.03424 |
| multi-input cells | 153 | 1314 | 0.3525 |
| flip-flops and latches | 48 | 1441 | 0.3867 |
| well taps | 129 | 161.4 | 0.04330 |
| repair buffers | 67 | 576.8 | 0.1548 |
## worst max-delay path by stage
| stage | endpoint |
|---|---|
| after CTS | Zero |
| final | Zero |
| after global routing | Zero |
## repair_timing
item | 4_1_cts | 5_1_grt
resized | 16 | 4
gates cloned | 0 | 0
setup buffers | 4 | 2
setup endpoints to repair | 4 | 7
endpoints found under the hold margin | 0 | 0
pin swaps | 13 | 12
Power figures rest on the tool's default switching activity, not on a simulated workload.
