File: design/flow/config.mk
export PLATFORM = sky130hd
export DESIGN_NAME = Demux1to3
export DESIGN_NICKNAME = Demux1to3
export VERILOG_FILES = /design/flow/design.v
export SDC_FILE = /design/flow/constraint.sdc
export NUM_CORES = 4
export LEC_CHECK = 1
export CORE_AREA = 10 10 70 70
export DIE_AREA = 0 0 80 80
File: design/flow/constraint.sdc
current_design Demux1to3

set clk_period 1.0
set clk_io_pct 0.2

create_clock -name clk0 -period $clk_period

set non_clock_inputs [all_inputs -no_clocks]
set_input_delay [expr $clk_period * $clk_io_pct] -clock clk0 $non_clock_inputs
set_output_delay [expr $clk_period * $clk_io_pct] -clock clk0 [all_outputs]
File: design/flow/design.v
module And8Bits(In, In2, Out);
	input [7:0] In;
	input [2:0] In2;
	output [7:0] Out;
	and a1(Out[0], In[0], In2[0], In2[1], In2[2]);
	and a2(Out[1], In[1], In2[0], In2[1], In2[2]);
	and a3(Out[2], In[2], In2[0], In2[1], In2[2]);
	and a4(Out[3], In[3], In2[0], In2[1], In2[2]);
	and a5(Out[4], In[4], In2[0], In2[1], In2[2]);
	and a6(Out[5], In[5], In2[0], In2[1], In2[2]);
	and a7(Out[6], In[6], In2[0], In2[1], In2[2]);
	and a8(Out[7], In[7], In2[0], In2[1], In2[2]);
endmodule
module Demux1to3(In, Sel, A, B, C);
	input [7:0] In;
	input [2:0] Sel;
	output [7:0] A, B, C;
	wire SelNot1, SelNot2, SelNot3;
	wire [7:0] temp, temp2;
	not n1(SelNot1, Sel[0]);
	not n2(SelNot2, Sel[1]);
	not n3(SelNot3, Sel[2]);
	And8Bits a1(In, {SelNot3, SelNot2, Sel[0]}, temp);
	And8Bits a4(In, {Sel[2], SelNot2, Sel[0]}, temp2);
	Or8Bits o1(temp, temp2, A);
	And8Bits a2(In, {SelNot3, Sel[1], SelNot1}, B);
	And8Bits a3(In, {SelNot3, Sel[1], Sel[0]}, C);
endmodule
module Or8Bits(In, In2, Out);
	input [7:0] In;
	input [7:0] In2;
	output [7:0] Out;
	or o1(Out[0], In[0], In2[0]);
	or o2(Out[1], In[1], In2[1]);
	or o3(Out[2], In[2], In2[2]);
	or o4(Out[3], In[3], In2[3]);
	or o5(Out[4], In[4], In2[4]);
	or o6(Out[5], In[5], In2[5]);
	or o7(Out[6], In[6], In2[6]);
	or o8(Out[7], In[7], In2[7]);
endmodule
File: design/flow/run.sh
#!/bin/bash
# OpenROAD 26Q1-2900-gdf79404cd8, Yosys 0.63+post, stock flow scripts
make -C /OpenROAD-flow-scripts/flow DESIGN_CONFIG=/design/flow/config.mk WORK_HOME=/design/flow/orfs finish
==> notes.md <==
The flow run is done. In this run the most used layer during global routing was met1. Global routing met3 resource utilization landed at 0.0250. The report lists the cells along the critical path as buf_8 > buf_6 > buf_6 > nor4bb_4 > buf_2. Worst hold margin landed at ~0.77 ns. The area taken by sequential standard cells is reported as 0 um2. Tally of yosys warning messages landed at 0.

Endpoint arrival time on the critical path landed at 0.91 ns. Area growth from synthesis to final layout landed at 161%. Relative slew slack landed at 0.872. The slowest stage of the critical path belongs to the cell nor4bb_4. Setup-violating endpoint count in the final report landed at 16. For this run, the top clock speed supported by timing is between 900 and 1000 MHz. In this run the maximum-capacitance check reported violations numbering 0. Setup total negative slack on the finished layout was measured at -1.02 ns. The final reports fail on setup timing.

The multi-input combinational cells in the finished layout cover a total of 263 um2. Stage-log warning count landed at 34. Note that the worst hold path type here is in -> out. Number of antenna violations at the first check in global routing landed at 0. Data on the critical path is required at its endpoint by about 0.8 ns.

Once layout is complete, the utilization of the core stands at 0.231. Of the available clock period, the critical path in the final layout requires 1.11. Weighted congestion reported at the end of routability-driven placement landed at between 0.7 and 0.8. The top cell types in the final layout, fill and taps aside, are buf_2 (22), buf_6 (9), and4b_1 (8), and3b_1 (8), and4bb_2 (7).

Number of stages on the worst hold path landed at 3. Sum of overflow across all layers after global routing landed at 0. Final worst slack landed at -0.109 ns. Per the OpenROAD floorplan log, the height of the die is approximately 80 um. Via count landed at 454.

The number of global-route vias before repair was between 400 and 500. The area recorded from the Yosys report for this design is roughly 300 um2. The routed design ends up with an antenna cell count of 0. Per the OpenROAD power report, leakage power amounts to roughly 0.45 nW. STA classifies the critical path endpoint as an output pin.

Post-detailed-route via-to-cell ratio landed at ~3.8. Pin count of the biggest net entering global routing landed at 9. Total global-route track usage landed at 0.0489. Per the OpenROAD floorplan log, the area of the die is around 6400 um2. The core region is 3420 um2.

The worst setup path is launched from an input port. The first global-routing pass estimated about 2600 um of wire. DRC violation count after routing landed at 0. Of the total power, registers draw 0.

The count of nets left with antenna violations once routing finished came out at 0. Stage delay of the slowest cell on the critical path landed at between 0.2 and 0.3 ns. Horizontal die dimension landed at 80 um. Setup repair after global routing could not meet its margin everywhere. Reported net switching power landed at about 76 uW.

Count of unique library cells instantiated by Yosys landed at 7. Floorplan row count landed at 21. The power report lists cell-internal power as approximately 170 uW. Fraction of final layout cells with drive strength greater than 1 landed at 0.680. Summed over all layers, the routed wires come to between 1500 and 2000 um. Post-cts hold-fix buffer tally landed at 0.

Among the stages of the critical path, the cell type that occurs most often is buf_6. Violation count after the first detailed-routing iteration landed at 9. Layout sequential cell count landed at 0. For the finished layout, the period the worst path requires is between 1 and 1.5 ns. Detailed-router iteration count before antenna repair landed at 4.

Ratio of total power to cell area landed at about 310 nW/um2. Clock network power share landed at 0. The average instance in the mapped netlist occupies roughly 10 um2. The flow ran to the end, but the final reports show violations. The analysis reports a worst IR drop on VDD of 0.129 mV. Clock buffer count landed at 0. Boundary pin count landed at 35. On met1, the global router reports a usage of 0.0784. Counting every instance in the synthesized netlist gives 29. Looking at the setup timing report, the critical path kind is in -> out.

For the pin with the worst max-slew slack, the measured transition is 0.191 ns. Max fanout on the critical path was recorded as 4. Count of filler cells inserted in the layout landed at between 300 and 400. Before any placement, the netlist area is recorded as around 300 um2. Combinational power share landed at 1.000. Final hold violation count landed at 0.

Total count of max-transition violations in the final report landed at 0. Switching power share of the total landed at 0.311. Average wire per cell in the routed design landed at about 14 um.

Post-synthesis cell count from yosys landed at 29. Leaving out fill and tap cells, the most frequent cell in the layout is buf_2. Routing resource usage on met2 recorded by global route was 0.0570. Share of the core filled by cells before placement landed at 0.0886. The placement report lists the number of port buffers as 35. Register area share after synthesis landed at 0.
==> cells in the mapped netlist <==
cell type | instances | area (um2)
and4bb_2 | 7 | 87.6
and4b_1 | 8 | 80.1
and3b_1 | 8 | 70.1
buf_6 | 2 | 22.5
buf_2 | 2 | 10.0
buf_4 | 1 | 7.51
nor4bb_4 | 1 | 25.0
==> final cells by class <==
cell class | instances | area share
Multi-Input combinational cell | 24 | 0.333
Tap cell | 46 | 0.0729
Timing Repair Buffer | 51 | 0.594
==> path summary, 6_finish.rpt <==
check	from	to	slack, ns
setup / recovery	Sel[2]	B[5]	-0.11
hold / removal	Sel[1]	B[5]	0.77
==> cell families (layout without fill, tap and decap cells) <==
group	count (synthesis)	count (layout)	synth area share
buffers and inverters	5	51	0.132
and+or+nand+nor	24	24	0.868
==> worst max-delay path: cells and delay by family <==
kind                   cells  cell delay, ns
buffers and inverters      4            0.47
AND/OR/NAND/NOR            1            0.25
==> power groups by stage <==
stage                 combinational (mW)  clock [mW]  sequential [mW]
after CTS                          0.247           0                0
after global routing               0.265           0                0
final                              0.245           0                0
==> routing by layer <==
metal | up-vias | part of all wire | routed length, um
met2 | 39 | 0.30 | 499
met4 | 0 | 0 | 0
met3 | 0 | 0.17 | 284
li1 | 222 | - | -
met5 | - | 0 | 0
met1 | 193 | 0.53 | 869
==> metrics by stage <==
step	setup WS [ns]	instances	total power, mW	instance area (um2)
6_report	-0.109	121	0.245	790
3_3_place_gp	-0.850	110	0.191	721
5_1_grt	-0.184	121	0.265	790
4_1_cts	-0.131	121	0.247	796
2_1_floorplan	0.218	29	0.0627	303
3_5_place_dp	-0.854	110	0.192	721
==> timing repair <==
| action | in CTS | in global routing |
|---|---|---|
| setup buffers | 7 | 0 |
| cloned | 4 | 0 |
| setup endpoints to repair | 24 | 18 |
| hold endpoints to repair | 0 | 0 |
| gates resized | 115 | 3 |
| pin swaps | 13 | 1 |
Power figures rest on the tool's default switching activity, not on a simulated workload.
