`flow/run.sh`:
```
#!/bin/bash
# OpenROAD 26Q1-2900-gdf79404cd8, Yosys 0.63+post, stock flow scripts
make -C /OpenROAD-flow-scripts/flow DESIGN_CONFIG=/design/flow/config.mk WORK_HOME=/design/flow/orfs finish
```
`flow/config.mk`:
```
export PLATFORM = sky130hd
export DESIGN_NAME = Binary_to_BCD
export DESIGN_NICKNAME = Binary_to_BCD
export VERILOG_FILES = /design/flow/design.v
export SDC_FILE = /design/flow/constraint.sdc
export NUM_CORES = 4
export LEC_CHECK = 1
export CORE_AREA = 10 10 70 70
export DIE_AREA = 0 0 80 80
```
`flow/constraint.sdc`:
```
current_design Binary_to_BCD

set clk_period 3.8
set clk_io_pct 0.2

create_clock -name clk0 -period $clk_period

set non_clock_inputs [all_inputs -no_clocks]
set_input_delay [expr $clk_period * $clk_io_pct] -clock clk0 $non_clock_inputs
set_output_delay [expr $clk_period * $clk_io_pct] -clock clk0 [all_outputs]
```
`flow/design.v`:
```
module Add3(in,out);
	input [3:0] in;
	output [3:0] out;
	reg [3:0] out;
	always @ (in) begin
		case (in)
			4'b0000: out <= 4'b0000;
			4'b0001: out <= 4'b0001;
			4'b0010: out <= 4'b0010;
			4'b0011: out <= 4'b0011;
			4'b0100: out <= 4'b0100;
			4'b0101: out <= 4'b1000;
			4'b0110: out <= 4'b1001;
			4'b0111: out <= 4'b1010;
			4'b1000: out <= 4'b1011;
			4'b1001: out <= 4'b1100;
			default: out <= 4'b0000;
		endcase
	end
endmodule
module Binary_to_BCD(A, Units, Tens, Hundreds);
	input [7:0] A;
	output [3:0] Units, Tens;
	output [1:0] Hundreds;
	wire [3:0] c1, c2, c3, c4, c5, c6, c7;
	wire [3:0] d1, d2, d3, d4, d5, d6, d7;
	assign d1 = {1'b0, A[7:5]};
	assign d2 = {c1[2:0], A[4]};
	assign d3 = {c2[2:0], A[3]};
	assign d4 = {c3[2:0], A[2]};
	assign d5 = {c4[2:0], A[1]};
	assign d6 = {1'b0, c1[3], c2[3], c3[3]};
	assign d7 = {c6[2:0], c4[3]};
	Add3 a1(d1,c1);
	Add3 a2(d2,c2);
	Add3 a3(d3,c3);
	Add3 a4(d4,c4);
	Add3 a5(d5,c5);
	Add3 a6(d6,c6);
	Add3 a7(d7,c7);
	assign Units = {c5[2:0], A[0]};
	assign Tens = {c7[2:0], c5[3]};
	assign Hundreds = {c6[3], c7[3]};
endmodule
```
==> results_slide.txt <==
Flow Results at a Glance

Run status
  • Status: complete, no violations

Global route
  • First-pass GRT wire length: ~3600 µm
  • All-layer global routing usage: 6.28%
  • Global route overflow: 0
  • Largest net degree at the start of global routing: 17
  • Antenna violations before repair: 0
  • Number of global-route vias before repair: 850

Setup path
  • CP max-delay cell: clkdlybuf4s50_1
  • CP arrival: around 2.8 ns
  • Cell Chain, Critical Path: dlygate4sd2_1, buf_4, or3_1, o32a_1, nor2b_4, o31ai_1, a2bb2o_1, clkdlybuf4s50_1
  • Crit path kind: primary input to primary output
  • CP startpoint kind: primary input
  • CP endpoint: Units[2]
  • Critical path peak fanout: 5
  • Crit path launch: A[3]
  • Max stage delay on crit path: a little over 0.4 ns
  • Worst EP required: between 3 and 4 ns
  • Crit end category: primary output

STA
  • Final worst slack: approximately 0.21 ns
  • Final period utilization: 94.5%
  • Final Hold Vio Count: 0
  • Tightest Pin Transition: ~0.42 ns
  • Post-route minimum period: 3.59 ns
  • Slew headroom: 72.0%
  • Fin Setup TNS: 0 ns
  • RSZ-0062 raised after global routing: false
  • Hold slack final: approximately 1.5 ns
  • Max Clk Rate: 279 MHz
  • Final setup viols: 0
  • Slew Limit Fails: 0

Routing
  • Antenna cells: 0
  • Antenna-violating nets left: 0
  • DRC viols: 0
  • Vias: 865
  • DRT iter0 DRCs: 21
  • Via density per instance: about 4.6
  • DRT Pass-1 Iters: 4
  • Total wire length: 2020 µm
  • Drt wl/cell: between 10 and 15 µm

Cells and area
  • Filler Cells Inserted: between 300 and 400
  • Storage cell area: 0 µm²
  • Flops: 0
  • Synth-to-layout area growth: 53.5%
  • Final non-filler cell total: about 190
  • Cell area after layout: ~1100 µm²
  • Top logic cells by instance count in the layout: buf_4 (26), nand2_1 (11), clkdlybuf4s50_1 (10), o21ai_0 (7), inv_1 (6)
  • Dominant logic cell type in the layout: buf_4
  • Logic area: between 600 and 700 µm²
  • Clkbuf count: 0
  • Share of cells above drive strength 1: 24.8%

Synth
  • Cell Area, Synth: 704 µm²
  • Yosys top cell area share: between 5 and 6%
  • Synth warn: 1
  • Cell area leaders: nand2_1 (5.9%), o21ai_0 (5.0%), buf_6 (4.8%)
  • Syn avg cell area: around 6.5 µm²
  • Yosys stat area: just over 700 µm²
  • Post-synth top area cell: nand2_1
  • Post-synth seq share: 0%
  • Ys cells: about 110
  • Syn Inst Count: approximately 110
  • Unique cell types: around 45

Place
  • Placed Cells: between 150 and 200
  • PortBufs: 16
  • Gpl congestion: around 0.83
  • Area post-placement: about 1000 µm²
  • HPWL after DPL: around 1600 µm
  • DP Worst Slack: -0.0121 ns

Floorplanning
  • I/O pins: 18
  • Core area: 3420 µm²
  • Die Height: roughly 80 µm
  • Std cell rows: 21
  • Width of the die: ~80 µm
  • Fp util: between 20% and 30%
  • Die area: 6400 µm²

Clock network
  • Post-CTS Setup Bufs: 0

Pwr
  • Power density cells: between 100 and 150 nW/µm²
  • Switching portion of total power: between 40% and 50%
  • Clk pwr share: 0%
  • Sequential share of power: 0%
  • Pleak: approximately 0.46 nW
  • Sw Pwr: between 0.00005 and 0.00006 W
  • Peak VDD IR: ~50 µV
  • Int Pwr: roughly 0.000076 W
  • Combinational power share: 100.0%

Run
  • Max_cap viols: 0
  • OpenROAD warnings: 32

Min path
  • Hold Path Class: primary input to primary output
cell type report:
class | instances | area share, %
multi-input cells | 91 | 57.3
repair buffers | 44 | 35.3
inverters | 6 | 2.08
well taps | 46 | 5.32
what timing repair did:
item,CTS,global route
setup endpoints to repair,3,4
hold buffers,0,0
pin swaps,1,2
cloned,0,0
gates resized,4,7
synth_stat cells (2+ instances only):
cell and count:
buf_6 3, nor3_1 5, o22ai_1 3, o21ai_0 7, a22oi_1 2, o21a_1 2
buf_2 4, nand2b_1 2, buf_4 3, inv_1 6, xnor2_1 3, or3_1 3
nand2_1 11, nor2_1 5, and2_1 2, nor2b_1 4, nand3_1 2, and3_1 2
clkbuf_1 2, a21oi_1 5, a31oi_1 4, nor3b_1 4, o221ai_1 2, o211ai_1 2
worst min path at each step:
stage	start	endpoint	slack, ns	cells past startpoint
CTS	A[0]	Units[0]	1.52	0
global route	A[0]	Units[0]	1.52	0
finish	A[0]	Units[0]	1.52	0
per-layer routing:
layer  vias up  share of wire, %  global-route usage [%]
met5         -                 0                       0
met4         0                 0                       0
met3         0               2.5                   0.568
met2        11                44                    10.3
met1       378                53                    9.16
li1        476                 -                       -
worst max-delay path: cells and delay by family:
kind,cells,cell delay (ns)
compound gates,3,0.71
simple gates,2,0.50
buf+inv,3,0.86
logic make-up (layout without fill, tap and decap cells):
group           Yosys count  count (layout)  share of synthesized area (%)
compound gates           40              40                           41.0
buf+inv                  18              50                           15.1
simple gates             47              47                           38.9
xor+xnor                  4               4                           4.97
power groups by stage:
stage / clock network (W) / registers, W / logic (W)
4_1_cts: 0 / 0 / 0.000128
5_1_grt: 0 / 0 / 0.000146
6_report: 0 / 0 / 0.000131
stage by stage:
step	power (W)	utilization (%)
2_1_floorplan	0.0000692	-
3_3_place_gp	0.000129	30.7
3_5_place_dp	0.000128	30.7
4_1_cts	0.000128	30.7
5_1_grt	0.000146	31.6
6_report	0.000131	31.6
Power figures rest on the tool's default switching activity, not on a simulated workload.
